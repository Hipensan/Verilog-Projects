`flow/design.v`:
```
module UART_TX(i_Clk, i_Rst, 
	i_fTx, i_Data, o_fDone, o_fReady, o_Tx);
parameter	BAUD	= 115200;
parameter	CLK_FREQ= 50_000_000;
parameter	CYCLES_PER_BIT	= CLK_FREQ / BAUD;
input	i_Clk;
input	i_Rst;
input	i_fTx;
input	[ 7:0]	i_Data;		 
output	wire	o_fDone;	 
output	wire	o_fReady;	 
output	wire	o_Tx;		 
reg		[1:0]	c_State,	n_State;
reg		[8:0]	c_ClkCnt,	n_ClkCnt;		 
reg		[2:0]	c_BitCnt,	n_BitCnt;		 
reg		[8:0]	c_Data,		n_Data;
wire	fIdle,		fTxData,	fTxStop;	 
wire	fLstClk,	fLstBit;
wire	fIncClkCnt;
parameter	IDLE	= 2'h0;	 
parameter	TX_START= 2'h1;	 
parameter	TX_DATA	= 2'h2;	 
parameter	TX_STOP	= 2'h3;	 
assign	o_fReady= fIdle;
assign	o_fDone	= fTxStop && fLstClk;
assign	o_Tx	= c_Data[0];
always@(posedge i_Clk, negedge i_Rst)
	if(!i_Rst) begin
		c_State		= IDLE;
		c_ClkCnt	= 0;
		c_BitCnt	= 0;
		c_Data		= 9'h1ff;
	end	else begin
		c_ClkCnt	= n_ClkCnt;
		c_State		= n_State;
		c_BitCnt	= n_BitCnt;
		c_Data		= n_Data;
	end
assign	fIdle		= c_State == IDLE,
		fTxData		= c_State == TX_DATA,
		fTxStop		= c_State == TX_STOP;
assign	fLstClk		= c_ClkCnt == CYCLES_PER_BIT,
		fLstBit		= fLstClk && &c_BitCnt;
assign	fIncClkCnt	= !fIdle  && !fLstClk;
always@* begin
	n_Data		= fIdle && i_fTx	? {i_Data, 1'b0}: fLstClk ? {1'b1, c_Data[8:1]} : c_Data;
	n_ClkCnt	= fIncClkCnt		? c_ClkCnt + 1	: 0;
	n_BitCnt	= fTxData	? fLstClk ? c_BitCnt +1 : c_BitCnt : 0;
	n_State		= c_State;
	case(c_State)
		IDLE	:	if(i_fTx)	n_State	= TX_START;
		TX_START:	if(fLstClk)	n_State = TX_DATA;
		TX_DATA:	if(fLstBit)	n_State = TX_STOP;
		default	:	if(fLstClk)	n_State	= IDLE;
	endcase
end
endmodule
```
`flow/run.sh`:
```
#!/bin/bash
# OpenROAD 26Q1-2900-gdf79404cd8, Yosys 0.63+post, stock flow scripts
make -C /OpenROAD-flow-scripts/flow DESIGN_CONFIG=/design/flow/config.mk WORK_HOME=/design/flow/orfs finish
```
`flow/constraint.sdc`:
```
current_design UART_TX

set clk_period 2.9
set clk_io_pct 0.2

create_clock -name clk0 -period $clk_period [get_ports {i_Clk}]

set non_clock_inputs [all_inputs -no_clocks]
set_input_delay [expr $clk_period * $clk_io_pct] -clock clk0 $non_clock_inputs
set_output_delay [expr $clk_period * $clk_io_pct] -clock clk0 [all_outputs]
```
`flow/config.mk`:
```
export PLATFORM = sky130hd
export DESIGN_NAME = UART_TX
export DESIGN_NICKNAME = UART_TX
export VERILOG_FILES = /design/flow/design.v
export SDC_FILE = /design/flow/constraint.sdc
export NUM_CORES = 4
export LEC_CHECK = 1
export CORE_UTILIZATION = 30
```
==> insert_results.sql <==
-- load yosys + openroad results
INSERT INTO impl_metrics (metric_group, metric, value, unit) VALUES
('run_status', 'run_status', 'complete, no violations', ''),
('pwr', 'power-per-cell-area', '392', 'nW/um2'),
('pwr', 'switching_share', '0.197', ''),
('pwr', 'net-switching-power', '113', 'uW'),
('timing', 'max_slew.worst_pin.slew', '0.614', 'ns'),
('synth', 'post_synth_instance_area', '1260', 'um2'),
('synth', 'synthesis.instances', '125', ''),
('worst_setup_path', 'path_buffers', '2', ''),
('place', 'post-dp-hpwl', '1630', 'um'),
('drt', 'wl_met1', '1200', 'um'),
('synth', 'postSynthAreaPerCell', '10.1', 'um2'),
('clock_network', 'ctsResizeCount', '0', ''),
('timing', 'clock_skew', '0.00358', 'ns'),
('worst_setup_path', 'r2r-end', 'c_BitCnt[0]', ''),
('cells_and_area', 'finish.utilization', '0.362', ''),
('hold_path', 'min-delay-start', 'c_Data[1]', ''),
('drt', 'highest-signal-layer', 'met4', ''),
('hold_path', 'hold-path-endpoint', 'c_Data[0]', ''),
('clock_network', 'clk_latency', '0.26', 'ns'),
('synth', 'most_instantiated_cells_after_synthesis', 'sky130_fd_sc_hd__nand3_1 (16), sky130_fd_sc_hd__dfrtp_1 (15), sky130_fd_sc_hd__o21ai_1 (11), sky130_fd_sc_hd__dfstp_2 (10), sky130_fd_sc_hd__nor2_1 (10)', ''),
('global_routing', 'grt_antenna_before_repair', '0', ''),
('drt', 'viasPerCell', '5.15', ''),
('synth', 'ys_top_cells_by_area', 'sky130_fd_sc_hd__dfrtp_1 (30%), sky130_fd_sc_hd__dfstp_2 (21%), sky130_fd_sc_hd__nand3_1 (6.3%)', ''),
('cells_and_area', 'postLayoutCellArea', '1460', 'um2'),
('drt', 'drt_first_pass_iters', '4', ''),
('pwr', 'power_frac_clock', '0.352', ''),
('drt', 'routedWlPerCell', '12.8', 'um'),
('worst_setup_path', 'worst-endpoint-required', '2.32', 'ns'),
('clock_network', 'post_cts_setup_repair_bufs', '0', ''),
('drt', 'vias', '963', ''),
('clock_network', 'cts.clk_slew.worst_paths', '0.08', 'ns'),
('timing', 'final-setup-viol-count', '0', ''),
('timing', 'rsz0062_at_grt', 'false', ''),
('synth', 'post_synth_tally_of_flip_flops_with_integrated_enable', '0', ''),
('pwr', 'cell_internal_pwr', '460', 'uW'),
('cells_and_area', 'layout_cells_sized_above_1', '0.131', ''),
('global_routing', 'vias_in_the_first_global_route', '867', ''),
('worst_setup_path', 'startpoint', 'c_ClkCnt[0]', ''),
('global_routing', 'grt_start_max_net_pins', '26', ''),
('timing', 'tns', '0', 'ns'),
('place', 'gp_congestion', '0.797', ''),
('synth', 'synth_cell_type_count', '31', ''),
('drt', 'detailroute.wirelength.met3', '120', 'um'),
('timing', 'maxSlewHeadroom', '0.588', ''),
('worst_setup_path', 'path_class', 'reg2out', ''),
('drt', 'detail_route.drc_violations', '0', ''),
('synth', 'yosysWarnings', '1', ''),
('floorplanning', 'placeableCoreArea', '4030', 'um2'),
('worst_setup_path', 'max_stage_delay', '0.52', 'ns'),
('synth', 'ys_seq_frac', '0.505', ''),
('hold_path', 'hp-class', 'reg2reg', ''),
('flow_run', 'cap_viol_max_count', '0', ''),
('clock_network', 'cts.hold.buffers_added', '0', ''),
('synth', 'synth-area-yosys', '1260', 'um2'),
('place', 'placedInstanceArea', '1420', 'um2'),
('synth', 'most_common_cell', 'sky130_fd_sc_hd__nand3_1', ''),
('drt', 'met2_length', '1070', 'um'),
('cells_and_area', 'area_delta_synth_final', '15.7', '%'),
('timing', 'timing.final.crit_share', '0.940', ''),
('floorplanning', 'fp_util', '0.313', ''),
('hold_path', 'whs_path_depth', '2', ''),
('synth', 'synthArstFlopShare', '1.00', ''),
('global_routing', 'first_pass_grt_wire_length', '3900', 'um'),
('clock_network', 'numClockSinks', '25', ''),
('clock_network', 'max-clock-path-buffers', '2', ''),
('synth', 'synth.ff_latch_count', '25', ''),
('clock_network', 'tritoncts_clock_tree', 'built', ''),
('drt', 'antenna_cells_inserted', '0', ''),
('timing', 'hold_violations', '0', ''),
('worst_setup_path', 'cpMaxStageDelayCell', 'sky130_fd_sc_hd__and4b_1', ''),
('clock_network', 'cts_made_buffers', '3', '');
## cell type report
type	instances	area, um2
flip-flops and latches	25	638
fillers	399	2570
multi-input cells	91	566
inverters	3	11.3
clock buffers	4	45.0
repair buffers	14	138
well taps	50	62.6
## metrics by stage
stage | worst slack (ns) | instances | power [uW]
final | 0.175 | 187 | 573
after global placement | 0.510 | 183 | 378
after floorplan | 1.18 | 125 | 356
after CTS | 0.181 | 187 | 579
after detailed placement | 0.480 | 183 | 378
after global routing | 0.107 | 187 | 595
## cell families after synthesis
family          count (synthesis)  share of synthesized area
buf+inv                         9                     0.0466
fa+ha+maj                       4                     0.0396
compound gates                 37                      0.183
flops                          25                      0.505
simple gates                   47                      0.204
xor+xnor                        3                     0.0208
## worst register-to-register path: cells and delay by family (launching register included)
kind / cells / cell delay [ns]
DFF: 1 / 0.42
and+or+nand+nor: 2 / 1.03
AOI/OAI and AO/OA: 1 / 0.15
adders and majority gates: 1 / 0.15
buffers and inverters: 1 / 0.07
## placed cells by master (no fill, tap or decap), types with 2 or more instances in the layout
cell	n
sky130_fd_sc_hd__nand3_1	16
sky130_fd_sc_hd__dfrtp_1	15
sky130_fd_sc_hd__clkdlybuf4s50_1	13
sky130_fd_sc_hd__o21ai_1	11
sky130_fd_sc_hd__nor2_1	10
sky130_fd_sc_hd__dfstp_2	10
sky130_fd_sc_hd__nand2_1	8
sky130_fd_sc_hd__a21oi_1	7
sky130_fd_sc_hd__or3_1	5
sky130_fd_sc_hd__o21ai_0	4
sky130_fd_sc_hd__a21boi_0	4
sky130_fd_sc_hd__ha_1	4
sky130_fd_sc_hd__a21o_1	3
sky130_fd_sc_hd__inv_1	3
sky130_fd_sc_hd__clkbuf_8	3
sky130_fd_sc_hd__a21oi_2	2
sky130_fd_sc_hd__xor2_1	2
sky130_fd_sc_hd__a31oi_1	2
sky130_fd_sc_hd__a221o_1	2
## state kept, by name (all words and copies together) (netlist names)
register,cells
c_State,4
c_ClkCnt,9
c_BitCnt,3
c_Data,9
## power by group through the flow
| stage | clock network (uW) | logic [uW] | registers, uW |
|---|---|---|---|
| CTS | 207 | 23.0 | 349 |
| global route | 221 | 24.3 | 349 |
| finish | 201 | 22.1 | 349 |
## metal layers
layer	vias up	track usage
met5	-	0
met4	0	0.0106
met3	2	0.0243
met2	22	0.182
met1	462	0.169
li1	477	-
## worst max path at each step
stage,cells past startpoint,slack [ns],end
6_report,5,0.17,o_fDone
5_1_grt,5,0.11,o_fDone
4_1_cts,5,0.18,o_fDone
Power figures rest on the tool's default switching activity, not on a simulated workload.
