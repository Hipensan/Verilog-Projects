==> /design/flow/design.v <==
module UART_RX(i_Clk, i_Rst, 
	i_Rx, o_fDone, o_Data);
parameter	BAUD	= 115200;
parameter	CLK_FREQ= 50_000_000;
parameter	CYCLES_PER_BIT	= CLK_FREQ / BAUD;
input	i_Clk;
input	i_Rst;
input	i_Rx;						 
output	wire			o_fDone;	 
output	wire	[7:0]	o_Data;		 
reg		[1:0]	c_State,	n_State;
reg		[8:0]	c_ClkCnt,	n_ClkCnt;		 
reg		[2:0]	c_BitCnt,	n_BitCnt;		 
reg		[7:0]	c_Data,		n_Data;			 
reg				c_Rx,		n_Rx;
wire	fRxData;	 
wire	fLstClk,	fLstBit,	fCapture;
wire	fIncClkCnt,	fCaptureData;
parameter	IDLE	= 2'h0;	 
parameter	RX_START= 2'h1;	 
parameter	RX_DATA	= 2'h2;	 
parameter	RX_STOP	= 2'h3;	 
assign	o_fDone	= c_State == RX_STOP;
assign	o_Data	= o_fDone ? c_Data : 0;
always@(posedge i_Clk, negedge i_Rst)
	if(!i_Rst)	begin
		c_State		= IDLE;
		c_ClkCnt	= 0;
		c_BitCnt	= 0;
		c_Data		= 0;
		c_Rx		= 1;
	end	else begin
		c_ClkCnt	= n_ClkCnt;
		c_State		= n_State;
		c_BitCnt	= n_BitCnt;
		c_Data		= n_Data;
		c_Rx		= n_Rx;
	end
assign	fRxData		= c_State == RX_DATA;
assign	fCapture	= c_ClkCnt == CYCLES_PER_BIT / 2,	 
		fLstClk		= c_ClkCnt == CYCLES_PER_BIT,
		fLstBit		= fLstClk && &c_BitCnt;
assign	fIncClkCnt	= ^c_State && !fLstClk,
		fCaptureData= fCapture && fRxData;
always@* begin
	n_Rx		= i_Rx;
	n_Data		= fCaptureData	? {c_Rx, c_Data[7:1]}	: c_Data;
	n_ClkCnt	= fIncClkCnt	? c_ClkCnt + 1			: 0;
	n_BitCnt	= fRxData		? fLstClk ? c_BitCnt+1	: c_BitCnt : 0;
	n_State		= c_State;
	case(c_State)
		IDLE	:	if(!c_Rx)				n_State	= RX_START;
		RX_START:	if(fCapture && c_Rx)	n_State = IDLE;			 
					else if(fLstClk)		n_State = RX_DATA;
		RX_DATA	:	if(fLstBit)				n_State = RX_STOP;
		RX_STOP	:							n_State = IDLE;
	endcase
end
endmodule
==> /design/flow/run.sh <==
#!/bin/bash
# OpenROAD 26Q1-2900-gdf79404cd8, Yosys 0.63+post, stock flow scripts
make -C /OpenROAD-flow-scripts/flow DESIGN_CONFIG=/design/flow/config.mk WORK_HOME=/design/flow/orfs finish
==> /design/flow/config.mk <==
export PLATFORM = sky130hd
export DESIGN_NAME = UART_RX
export DESIGN_NICKNAME = UART_RX
export VERILOG_FILES = /design/flow/design.v
export SDC_FILE = /design/flow/constraint.sdc
export NUM_CORES = 4
export LEC_CHECK = 1
export CORE_AREA = 10 10 112 112
export DIE_AREA = 0 0 122 122
==> /design/flow/constraint.sdc <==
current_design UART_RX

set clk_period 2.1
set clk_io_pct 0.2

create_clock -name clk0 -period $clk_period [get_ports {i_Clk}]

set non_clock_inputs [all_inputs -no_clocks]
set_input_delay [expr $clk_period * $clk_io_pct] -clock clk0 $non_clock_inputs
set_output_delay [expr $clk_period * $clk_io_pct] -clock clk0 [all_outputs]
==> run notes <==
Notes on the flow run.

- The run finished with clean final reports.
- The tally of yosys warning messages is 1, for reference.
- Of the combinational cells, the family taking the most area is simple AND/OR/NAND/NOR gates.
- The die height is roughly 120 um, for reference.
- In this run, the number of DRC markers left after iteration 0 of detailed routing was 24.
- The max-cap check violation count is 0, for reference.
- The minimum period implied by the final worst setup slack is 1.960 ns, for reference.
- Setup repair after global routing left no endpoint under its margin.
- Clock tree synthesis inserted a total of 3 buffers.
- The post-DP HPWL is between 1500 and 2000 um, for reference.
- A synthesized cell averages around 12 sq um.
- In this run the count of I/O pins placed on the die edge is 12.
- The number of cells on the worst reg-to-reg path is 4.
- The registers of the reported paths see a clock transition of 0.08 ns.
- The longest incremental delay of any stage on the critical path is reported as 0.46 ns.
- The worst VDD IR drop from the latest analysis is 0.2433 mV.
- In this run the layout overhead on the synthesized area is reported as 25.87%.
- The startpoint-to-endpoint class of the critical path is flip-flop to primary output, for reference.
- The global-route met2 utilization is 0.04071, for reference.
- The slowest cell on the critical path is clkdlybuf4s50_1, for reference.
- In the post-route analysis, the smallest setup slack over all paths is 0.1395 ns.
- Total global-route track usage over all layers is 0.02715.
- Summing all multiplexer cells gives an area fraction of 0.09035.
- STA classifies the critical path endpoint as a primary output.
- Of the total synthesized cell area, the portion taken by full adders, half adders and majority gates is 0.1027.
- The tightest min-delay check is of the primary input to async pin type.
- STA on the placed design reports a worst setup slack of 0.3645 ns.
- The summed negative setup slack over all endpoints is 0 ns, for reference.
- The placed instances occupy a cell area of 1485 sq um.
- The cell chosen for the clock root is clkbuf_8, for reference.
- For the completed layout, the total cell area is recorded as 1534 sq um.
- The share of synthesized area in the top cell type comes to 0.4517.
- Counting buffers and inverters, the worst setup path is 3 cells deep.
- For this run, the final setup violation count is recorded as 0.
- The number of global-route vias before repair is roughly 750, for reference.
- The core occupancy in the finished layout is 0.1499, for reference.
- The post-route DRC violation count is 0, for reference.
- The count of inserted antenna diode cells is 0, for reference.
- The signal on the critical path passes through ha_2, and2_1, clkdlybuf4s50_1.
- Counting pins that exceed their max-slew limit in the final report gives 0.
- The number of endpoints with negative hold slack in the final report is 0, for reference.
- The met1 demand-to-capacity share in global routing is 0.03533, for reference.
- The post-synthesis share of cell area spent on and, or, nand and nor gates is 0.1992, for reference.
- The count of buffers inserted at the top-level ports is 11, for reference.
- The detailed router reported a total wirelength of 2059 um.
- Along the worst path, the maximum fanout reaches 9.
- The warning total across the stage logs is 31, for reference.
- For met3 alone, demand over resource in global routing was 0.01268.
- The maximum operating frequency is between 0.5 and 0.6 GHz, for reference.
- The wire length of the first global-routing pass is between 3000 and 4000 um, for reference.
- The post-detailed-route count of antenna-violating nets is 0, for reference.
- The fraction of final layout cells with drive strength greater than 1 is 0.1681, for reference.
- The tightest hold path in the finished design has a slack of 0.4748 ns.
- The biggest area contributor in the post-synthesis netlist is dfrtp_1.
- Checking max transition, the worst relative margin is 0.6938.
- The final period utilization is 0.9336, for reference.
- The worst setup path is launched from a flip-flop.
- The floorplan utilization is 0.1191, for reference.
- Of the total synthesized cell area, the portion taken by AND-OR and OR-AND cells is 0.04415.
- Entering global routing, the biggest net connects 15 pins.
- The gate count after technology mapping is about 110, for reference.
- The TritonCTS clock tree is built, for reference.
- The area enclosed by the die boundary is about 15000 sq um, for reference.
- Per the OpenROAD floorplan log, the width of the die is 122 um.
- The maximum clock skew at final layout is 0.001399 ns, for reference.
- The number of levels in the clock H-tree is 1, for reference.
- The placement summary gives the final routability congestion estimate as around 0.77.
- The actual transition at the worst max-transition pin is 0.4578 ns, for reference.
- The count of instantiated cells in the yosys netlist is 105, for reference.
- In the log, the iteration count for the first detailed-route pass is 4.
- The layer with the highest usage after global routing is met2, for reference.
- The power per cell area is approximately 660 nW/um^2, for reference.
- The total of flip-flops plus latches after synthesis is 23, for reference.
- By area the synthesized netlist is led by dfrtp_1 (45%), ha_1 (10%), mux2_2 (7.4%).
- The post-synthesis cell type count is 30, for reference.
- Per Yosys stat, the portion of area used by sequential elements is 0.4733.
- The average routed wire per standard cell is 8.075 um, for reference.
- Per the synthesis report, the XOR/XNOR share of the synthesized area is 0.05749.
- The clock sink count is 23, for reference.
- The data arrival time of the critical path is 1.54 ns, for reference.
- The via total after detailed routing is roughly 760, for reference.
- Summing every instance area after synthesis gives 1219 sq um.
- For this run, the detailed router reports a per-instance via density of 2.980.
- After clock tree synthesis, the flow added hold-fix buffers numbering 0.
- STA puts the critical path data required time at roughly 1.7 ns.
- The global-route congestion overflow total is 0, for reference.
- The chip area in the Yosys report is between 1000 and 1500 sq um, for reference.
- The number of antenna violations at the first check in global routing is 0, for reference.
- Per the post-run analysis, buffers plus inverters along the critical path come to 1.
- The kind of cell with the highest combined delay along the critical path is buffers and inverters.
- As reported, the later end of the worst-skew pair has a clock insertion delay of 0.26 ns.
- Per the OpenROAD floorplan log, the area of the core is about 10000 sq um.
- The maximum root-to-sink buffer count is 2, for reference.
- Per the OpenROAD power report, leakage power amounts to 0.6670 nW.
- The count of standard-cell rows is 37, for reference.
==> routing by layer <==
| layer | share of wire | vias to the layer above | routed length [um] |
|---|---|---|---|
| li1 | - | 391 | - |
| met1 | 0.48 | 356 | 991 |
| met2 | 0.42 | 11 | 857 |
| met3 | 0.090 | 2 | 186 |
| met4 | 0.012 | 0 | 25 |
| met5 | 0 | - | 0 |
==> cell families after synthesis <==
group	count (synthesis)
buffers and inverters	7
xor gates and xnor gates	8
DFF	23
and+or+nand+nor	40
muxes	10
AOI/OAI and AO/OA	7
adders and majority gates	10
==> layout by cell type (no fill, tap or decap), drive strengths merged, types with 3 or more instances in the layout <==
cell type,n
nand2,5
nor2,11
ha,10
mux2,8
dfrtp,22
and2,9
xor2,6
nand3,4
clkdlybuf4s50,11
clkbuf,3
inv,5
==> final timing paths <==
| check | from | to | slack, ns |
|---|---|---|---|
| max in group asynchronous | i_Rst | c_ClkCnt[3] | 1.07 |
| worst min-delay path | i_Rst | c_State[0] | 0.47 |
| worst min register to register | c_Data[0] | c_Data[0] | 0.51 |
| min in group clk0 | c_Data[0] | c_Data[0] | 0.51 |
| worst max register to register | c_State[0] | c_Data[6] | 0.48 |
| worst max-delay path | c_State[0] | o_Data[3] | 0.14 |
==> synthesized netlist by cell type (all sizes together) <==
master          n
dfrtp          22
nor2           11
ha             10
and2            9
mux2            8
xor2            6
inv             5
nand2           5
nand3           4
a31oi           2
and4            2
mux2i           2
nand4           2
nor2b           2
xnor2           2
a211o           1
a21o            1
a22oi           1
a311oi          1
a41oi           1
and4b           1
and4bb          1
buf             1
clkdlybuf4s18   1
dfstp           1
nand4b          1
nand4bb         1
or2             1
==> layout make-up <==
| type | instances | area, sq um |
|---|---|---|
| fill | 1130 | 8697 |
| multi-input combinational | 75 | 604.3 |
| sequential | 23 | 576.8 |
| tap | 136 | 170.2 |
| timing repair buffer | 12 | 117.6 |
| clock buffer | 3 | 41.29 |
| inverter | 5 | 18.77 |
| clock inverter | 1 | 5.005 |
==> repair_timing <==
action	in CTS	in global routing
setup buffers	0	0
resized	0	1
endpoints found under the setup margin	0	8
==> through the flow <==
stage / total power [mW] / cells
2_1_floorplan: 0.6916 / 105
3_3_place_gp: 0.7458 / 251
3_5_place_dp: 0.7487 / 251
4_1_cts: 1.021 / 255
5_1_grt: 1.079 / 255
6_report: 1.008 / 255
==> flip-flops by register name, summed over array words and instances, names as in the netlist, named ones only <==
signal,flops
c_State,1
c_Data,8
c_ClkCnt,9
c_BitCnt,3
c_Rx,1
==> power by group <==
part	total, mW	leakage, nW	internal [mW]	switching [mW]
Clock	0.266	0.0255	0.132	0.134
Combinational	0.202	0.329	0.0870	0.115
Sequential	0.540	0.313	0.481	0.0583
Total	1.01	0.667	0.700	0.307
Power is estimated from default activity; no workload was simulated.
