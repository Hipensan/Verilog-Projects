==> ./design.v <==
module display(
		input  CLK_50M,
		input  RST,
		input  [15:0]data,
		output reg [6:0]seg_duan,
		output reg [6:0]seg_duan1,
		output reg [6:0]seg_duan2,
		output reg [6:0]seg_duan3,
		output reg [2:0]seg_sel
    );
reg [3:0]  clk_cnt;       
reg      dri_clk;        
reg[3:0] scan_sel;     
reg[3:0] seg_data;
reg[3:0] seg_data1;
reg[3:0] seg_data2;
reg[3:0] seg_data3;
reg [15:0] num;
reg flag ;        
reg [2:0] cnt_sel;        
reg [12:0]  cnt0;   
always @ (posedge CLK_50M or negedge RST) 
begin
 if(!RST) begin
       clk_cnt <= 4'd0;
       dri_clk <= 1'b1;
   end
   else if(clk_cnt ==4) begin
       clk_cnt <= 4'd0;
       dri_clk <= ~dri_clk;
   end
   else begin
       clk_cnt <= clk_cnt + 1'b1;
       dri_clk <= dri_clk;
   end
end
always @ (  posedge dri_clk or negedge RST) 
begin
    if (!RST)
        num<= 16'd0;
    else 
	 begin
			 num[15:12] <= data [15:12];
          num[11:8]  <=	data[11:8] ;
			 num[7:4]   <=	data[7:4] ;
          num[3:0]   <= data [3:0];
	end
end
always @ (posedge dri_clk or negedge RST) begin
    if (RST == 1'b0) begin
        cnt0 <= 13'b0;
        flag <= 1'b0;
     end
    else if (cnt0 < 'd4999) begin
        cnt0 <= cnt0 + 1'b1;
        flag <= 1'b0;
     end
    else begin
        cnt0 <= 13'b0;
        flag <= 1'b1;
     end
end
always @ (posedge dri_clk or negedge RST) begin
    if (RST == 1'b0)
        cnt_sel <= 3'b0;
    else if(flag) begin
        if(cnt_sel < 3'd3) 
            cnt_sel <= cnt_sel + 1'b1;
        else
            cnt_sel <= 3'b0;
    end
    else
        cnt_sel <= cnt_sel;
end
always@(posedge dri_clk or negedge RST)
begin
	if(!RST)
	begin
		seg_sel <= 3'b111;
		seg_data <= 4'd0;
	end
	else
	begin
		case(cnt_sel)
			4'd0:
			begin
				seg_sel <= 3'b110;
				seg_data <= num[3:0];
			end
			4'd1:
			begin
				seg_sel <= 3'b101;
				seg_data1 <= num[7:4];
			end
			4'd2:
			begin
				seg_sel <= 3'b011;
				seg_data2 <= num[11:8];
			end
			default:
			begin
				seg_sel <= 3'b111;
				seg_data3 <= 4'b0;
			end
		endcase
	end
end
always@(*)
begin
	case(seg_data)
		'd0:seg_duan<=7'b1000000;
		'd1:seg_duan<=7'b1111001;
		'd2:seg_duan<=7'b0100100;
		'd3:seg_duan<=7'b0110000;
		'd4:seg_duan<=7'b0011001;
		'd5:seg_duan<=7'b0010010;
		'd6:seg_duan<=7'b0000010;
		'd7:seg_duan<=7'b1111000;
		'd8:seg_duan<=7'b0000000;
		'd9:seg_duan<=7'b0010000;
		default seg_duan<=7'b1000000;
	endcase 
	case(seg_data1)
		'd0:seg_duan1<=7'b1000000;
		'd1:seg_duan1<=7'b1111001;
		'd2:seg_duan1<=7'b0100100;
		'd3:seg_duan1<=7'b0110000;
		'd4:seg_duan1<=7'b0011001;
		'd5:seg_duan1<=7'b0010010;
		'd6:seg_duan1<=7'b0000010;
		'd7:seg_duan1<=7'b1111000;
		'd8:seg_duan1<=7'b0000000;
		'd9:seg_duan1<=7'b0010000;
		default seg_duan1<=7'b1000000;
	endcase 
	case(seg_data2)
		'd0:seg_duan2<=7'b1000000;
		'd1:seg_duan2<=7'b1111001;
		'd2:seg_duan2<=7'b0100100;
		'd3:seg_duan2<=7'b0110000;
		'd4:seg_duan2<=7'b0011001;
		'd5:seg_duan2<=7'b0010010;
		'd6:seg_duan2<=7'b0000010;
		'd7:seg_duan2<=7'b1111000;
		'd8:seg_duan2<=7'b0000000;
		'd9:seg_duan2<=7'b0010000;
		default seg_duan2<=7'b1000000;
	endcase 
	case(seg_data3)
		'd0:seg_duan3<=7'b1000000;
		'd1:seg_duan3<=7'b1111001;
		'd2:seg_duan3<=7'b0100100;
		'd3:seg_duan3<=7'b0110000;
		'd4:seg_duan3<=7'b0011001;
		'd5:seg_duan3<=7'b0010010;
		'd6:seg_duan3<=7'b0000010;
		'd7:seg_duan3<=7'b1111000;
		'd8:seg_duan3<=7'b0000000;
		'd9:seg_duan3<=7'b0010000;
		default seg_duan3<=7'b1000000;
	endcase 
end
endmodule
module measurement(
input CLK_50M,
input RST,
input Echo,
output reg Trig,
output  [15:0] data
);
reg [23:0] cnt_trig;
always @ (posedge CLK_50M or negedge RST)
begin
	if(!RST)
		cnt_trig<=1'b0;
	else
		if(cnt_trig =='d500) begin	
			Trig<=0;
			cnt_trig<=cnt_trig+1'b1;
			end
		else 
			begin
				if(cnt_trig=='d1_000_000)
					begin
						Trig<=1;
						cnt_trig<=0;
					end				
				else
					cnt_trig<=cnt_trig+1'b1;
			end
end
reg Echo_2 , Echo_1, cnt_en, flag;
wire p_Echo,n_Echo;
assign p_Echo = (~Echo_2)&&Echo_1;
assign n_Echo = Echo_2&&(~Echo_1);
parameter S0 = 2'b00, S1 = 2'b01, S2 = 2'b10; 
reg[1:0] curr_state;
reg [15:0] cnt;
reg [15:0] dis_reg;
reg [15:0] cnt_17k;
always @ (posedge CLK_50M or negedge RST)
begin
	if(!RST)
		begin
			Echo_1 <= 1'b0;
			Echo_2 <= 1'b0;
			cnt_17k <=1'b0;
			dis_reg <=1'b0;
			curr_state <= S0;
		end
	else	
		begin
			Echo_1<=Echo;
			Echo_2<=Echo_1;
			case(curr_state)
			S0:begin
					if (p_Echo)
						curr_state <= S1;
					else
						begin
							cnt <= 1'b0;
						end
				end
			S1:begin
					if(n_Echo)
						curr_state <= S2;
					else
						begin
							if(cnt_17k <16'd2940)
							begin
								cnt_17k <= cnt_17k + 1'b1;
							end
							else
							begin
								cnt_17k <= 1'b0;
								cnt[3:0] <= cnt[3:0] +1'b1;
							end
								if(cnt[3:0] >= 'd10)
								begin
									cnt [3:0] <=1'b0;
									cnt [7:4]<=cnt[7:4]+1'b1;
								end
								if (cnt[7:4] >= 'd10)
								begin
									cnt[7:4]<=1'b0;
									cnt[11:8]<=cnt[11:8]+1'b1;
								end
								if (cnt[11:8]>='d10)
								begin
									cnt[11:8]<=1'b0;
									cnt[15:12]<=cnt[15:12]+1'b1;
								end
								if(cnt[15:12]>='d10)
								begin
									cnt[15:12]<=1'b0;
								end					
						end				
				end
			S2:begin
				dis_reg =cnt;
				cnt =1'b0;
				curr_state = S0;
				end
			endcase	
		end
end
assign data = dis_reg ; 
endmodule
module top_Ranging(
input	CLK_50M,
input RST,
input wire Echo,
output Trig,
output [6:0] seg_duan,
output [6:0] seg_duan1,
output [6:0] seg_duan2,
output [6:0] seg_duan3,
output [2:0] seg_sel,
output wire [15:0] o_data_o
);
wire  [15:0] data;
assign o_data_o = data;
measurement U1(
		.CLK_50M(CLK_50M),
		.RST (RST),
		.Echo (Echo),
		.Trig (Trig) ,
		.data(data)
);
display U2(
		.CLK_50M	(CLK_50M),
		.RST 		(RST),
		.data(data),
		.seg_duan (seg_duan),
		.seg_duan1 (seg_duan1),
		.seg_duan2 (seg_duan2),
		.seg_duan3 (seg_duan3),
		.seg_sel (seg_sel)
);
endmodule
==> ./run.sh <==
#!/bin/bash
# OpenROAD 26Q1-2900-gdf79404cd8, Yosys 0.63+post, stock flow scripts
make -C /OpenROAD-flow-scripts/flow DESIGN_CONFIG=/design/flow/config.mk WORK_HOME=/design/flow/orfs finish
==> ./config.mk <==
export PLATFORM = sky130hd
export DESIGN_NAME = top_Ranging
export DESIGN_NICKNAME = top_Ranging
export VERILOG_FILES = /design/flow/design.v
export SDC_FILE = /design/flow/constraint.sdc
export NUM_CORES = 4
export LEC_CHECK = 1
export CORE_UTILIZATION = 50
==> ./constraint.sdc <==
current_design top_Ranging

set clk_period 4.1
set clk_io_pct 0.2

create_clock -name clk0 -period $clk_period [get_ports {CLK_50M}]

set non_clock_inputs [all_inputs -no_clocks]
set_input_delay [expr $clk_period * $clk_io_pct] -clock clk0 $non_clock_inputs
set_output_delay [expr $clk_period * $clk_io_pct] -clock clk0 [all_outputs]
==> out/results.txt <==
r2r worst-path depth - 6
vias per cell - 5.262
Hold WC Path Type - flip-flop to flip-flop
worst hold path depth - 0
die height - 116.5 um
yosys cell count - 579
CTS tree - built
final hold violation count - 0
r2r setup slk - 2110 ps
die area - 13,570 um2
Cell variety after synth - 57
Ys Warns - 2
Peak VDD IR - 287.8 uV
crit path max fanout - 48
1st-iter DRT viols - 187
worst-margin pin slew - 851.1 ps
Bufs on Longest Clock Path - 2
Pre-antenna DRT Iters - 4
Flops after synth - 141
reg-to-reg endpoint - U1.Trig
Slew Limit Fails - 0
Power Density - 228.4 nW/um2
global-route usage over all layers - 0.1726
Largest register FFs - 24
most frequent logic cell in the layout - dfrtp_1
CORE AREA - 12,720 um2
Die Wd - 116.5 um
routability congestion estimate from global placement - 0.8099
FMAX - 0.4850 GHz
Required @ worst endpoint - 4080 ps
final core utilization - 0.5844
YS chip area - 6553 um2
Crit Path Category - input port to flip-flop
relative slew slack - 0.4326
Init Core Util - 0.5150
via count - 4,204
grt total ovfl - 0
hold_sp - U1.Echo_1
setup ws final - 2038 ps
Critical Path Source Type - input port
Biggest register - U1.cnt_trig
DRT Wirelength - 10,360 um
final setup violating endpoints - 0
P_leak - 3.205 nW
setup TNS - 0 ps
port bufs - 43
drt drc - 0
Async SR Flop Fraction - 0.7234
setup bufs post-CTS - 0
cell taking the most area after synthesis - dfrtp_1
CP arrival - 2040 ps
post-cts resize count - 0
fillers - 1,061
minimum clock period - 2062 ps
Post-synth EDFFs - 25
clock latency on the worst-skew pair - 330 ps
crit path capture type - flip-flop
antenna-violating nets left - 0
Netlist Area Pre-Place - 6553 um2
Reg2Reg Launch Point - U1.cnt_trig[0]
biggest area cells - dfrtp_1 (37%), edfxtp_1 (11%), ha_1 (6.1%), mux2_2 (4.3%), dfxtp_1 (4.3%)
ANT cells - 0
Detail Placement HPWL - 7260 um
most frequent cells in the layout - dfrtp_1 (97), nor2_1 (55), clkdlybuf4s50_1 (42)
TritonCTS buffer count - 9
Reg clk slew, reported paths - 60 ps
number of unconstrained endpoints - 90
Tcrit/Tclk final - 0.5029
RSZ-0062 raised after global routing - no
CTS H-tree lvls - 3
first-pass GRT wire length - 18,060 um
antenna violations before repair - 0
vias in the first global route - 3,872
count of unclocked register or latch pins - 58
I/O Pins - 51
WL per Instance - 12.96 um
Root Driver - clkbuf_16
Top cell area share - 0.3704
skew final - 4.788 ps
Place WS - 1626 ps
Area Growth Syn to Fin - 13.46%
Syn Inst Count - 579
hold_buf cts - 0
Tool Warnings - 45
crit path from - RST
Seq share, synth - 0.5478
Hold Path End - U1.Echo_2
main flop type - dfrtp_1
largest net degree at the start of global routing - 60
Rows - 41
status - finished, final reports clean
fraction of layout cells with a size suffix above 1 - 0.1132
Avg Inst Size Synth - 11.32 um2
Max Cap Viol - 0
Final Total Pwr - 1.698 mW
## worst max path at each step
stage	endpoint	slack (ps)	cells past startpoint
4_1_cts	U1.cnt[13]	1990	3
5_1_grt	U1.cnt[1]	1830	3
6_report	U1.cnt[13]	2040	3
## per-layer routing
layer	track usage	part of all wire	vias to the layer above
met5	0	0	-
li1	-	-	2108
met2	0.2607	0.45	60
met4	0.02137	0.015	0
met1	0.2940	0.50	2024
met3	0.02167	0.033	12
## metrics by stage
step	cells	hold slack (ps)	cell area, um2
2_1_floorplan	584	387.0	6571
3_3_place_gp	783	406.4	7124
6_report	799	421.6	7435
3_5_place_dp	783	406.5	7124
5_1_grt	799	438.5	7435
4_1_cts	799	422.3	7435
## synthesized netlist by cell type, types with 9 or more instances
master	count
a21oi_1	14
a21oi_2	9
dfrtp_1	97
dfxtp_1	14
edfxtp_1	25
ha_1	32
inv_1	31
mux2_2	25
mux2i_1	11
nand2_1	30
nand3_1	29
nand4_1	18
nor2_1	55
o21ai_0	19
or3_1	9
xnor2_1	27
xor2_1	17
## worst max-delay path, cell delays in order
cell and delay [ps]:
buf_4 480, nand4b_1 270, a31oi_1 430
## power breakdown
group | switching (mW) | internal (mW)
Clock | 0.301 | 0.531
Combinational | 0.0209 | 0.00291
Sequential | 0.000813 | 0.841
## cell type report
| type | instances | area, um2 | area share |
|---|---|---|---|
| sequential | 141 | 3590 | 0.4828 |
| clock inverter | 5 | 77.57 | 0.01043 |
| clock buffer | 11 | 232.7 | 0.03130 |
| inverter | 31 | 116.4 | 0.01565 |
| multi-input combinational | 393 | 2753 | 0.3702 |
| tap | 172 | 215.2 | 0.02895 |
| timing repair buffer | 46 | 450.4 | 0.06059 |
## cells by family after synthesis
family	after synthesis	synth area share
buffers and inverters	50	0.03494
adder cells (fa/ha/maj)	32	0.06110
AND/OR/NAND/NOR	206	0.1667
XOR/XNOR	44	0.05881
other	2	0.001146
flip-flops	141	0.5478
multiplexers	36	0.05977
AND-OR/OR-AND	68	0.06970
Power figures rest on the tool's default switching activity, not on a simulated workload.
